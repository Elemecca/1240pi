<file path="flow/run.sh">
#!/bin/bash
# OpenROAD 26Q1-2900-gdf79404cd8, Yosys 0.63+post, stock flow scripts
make -C /OpenROAD-flow-scripts/flow DESIGN_CONFIG=/design/flow/config.mk WORK_HOME=/design/flow/orfs finish
</file>
<file path="flow/config.mk">
export PLATFORM = sky130hd
export DESIGN_NAME = VideoOut
export DESIGN_NICKNAME = VideoOut
export VERILOG_FILES = /design/flow/design.v
export SDC_FILE = /design/flow/constraint.sdc
export NUM_CORES = 4
export LEC_CHECK = 1
export CORE_AREA = 10 10 114 114
export DIE_AREA = 0 0 124 124
</file>
<file path="flow/constraint.sdc">
current_design VideoOut

set clk_period 2.3
set clk_io_pct 0.2

create_clock -name clk0 -period $clk_period [get_ports {clk_pixel}]

set non_clock_inputs [all_inputs -no_clocks]
set_input_delay [expr $clk_period * $clk_io_pct] -clock clk0 $non_clock_inputs
set_output_delay [expr $clk_period * $clk_io_pct] -clock clk0 [all_outputs]
</file>
<file path="flow/design.v">
module VideoOut(
    input clk_pixel,
    output hdrive,
    output vdrive_green,
    output video,
    output[7:0] pixel,
);
    reg hblank;
    reg hsync;
    reg vblank;
    reg field_green;
    reg[7:0] ctr_line;    
    reg[8:0] ctr_pixel;   
    reg[6:0] ctr_hblank;  
    reg[3:0] ctr_vblank;  
    initial begin
        hblank = 1;
        hsync = 1;
        vblank = 1;
        field_green = 1;
        ctr_line = 8;
        ctr_pixel = 0;
        ctr_hblank = 0;
        ctr_vblank = 0;
    end
    always @(posedge clk_pixel) begin
        ctr_char <= ctr_char + 1;
        if (hblank) begin
            ctr_hblank <= ctr_hblank + 1;
            if (ctr_hblank == 120) begin
                hsync <= 0;
            end else if (ctr_hblank == 0) begin
                hblank <= 0;
            end
        end else begin
            ctr_pixel <= ctr_pixel + 1;
            if (ctr_pixel == 504) begin
                hsync <= 1;
            end else if (ctr_pixel == 0) begin
                hblank <= 1;
            end
        end
        if (hblank || vblank) begin
            video <= 0;
        end else if (ctr_line < 2 || ctr_line > 238 || ctr_pixel < 3 || ctr_pixel > 510) begin
            video <= 1;
        end else begin
            if (field_green) begin
                video <= (ctr_pixel[1:0] == ctr_line[1:0]);
            end else begin
                video <= (ctr_pixel[1:0] == ~ctr_line[1:0]);
            end
        end
        if (hblank || vblank) begin
            pixel <= 0;
        end else begin
            pixel <= ctr_pixel[8:1];
        end
    end
    always @(posedge hblank) begin
        if (vblank) begin
            ctr_vblank <= ctr_vblank + 1;
            if (ctr_vblank == 8) begin
                field_green <= !field_green;
            end
            if (ctr_vblank == 0) begin
                vblank <= 0;
            end
        end else begin
            ctr_line <= ctr_line + 1;
            if (ctr_line == 240) begin
                vblank <= 1;
                ctr_line <= 0;
            end
        end
    end
    assign hdrive = !hsync;
    assign vdrive_green = field_green;
endmodule
</file>
==> qor.txt <==
drt wl/cell = 9.90 µm
clk root buf = clkbuf_8
slew margin rel. = 0.553
buffer count from post-CTS setup fixing = 0
Synth top cell by count = edfxtp_1
DP Area = 0.00219 mm²
I/O Buffers = 11
layout cells sized above 1 = 0.0506
IO Pins = 12
status = complete, no violations
clk buf depth = 2
via count = 1156
final period utilization = 0.733
P&R area growth vs syn = 16.9%
count of unclocked register or latch pins = 14
fin area = 0.00224 mm²
Die Span X = 124 µm
RSZ-0062 raised after global routing = no
Cells after Synth = 164
Die Ht = 124 µm
Post-Syn Area = 0.00192 mm²
PwrDens = 351 mW/mm²
clk ins delay skew pair = 0.27 ns
Yosys Warn Count = 9
crit path time final = 1.69 ns
CTS H-tree depth = 1
Max-cap violations = 0
final wirelength = 3.11 mm
filler cell count = 1106
drt pass-1 iters = 4
Post-synth EDFFs = 30
Post-CTS Hold Buffers = 0
DP HPWL = 2.26 mm
Setup Viol. Count Final = 0
biggest area cells = edfxtp_1 (47%), dfxtp_1 (11%), ha_1 (5.9%)
Leak = 0.844 nW
syn_area_per_cell = 11.7 µm²
WP data arrival = 1.91 ns
overflow left after global routing = 0
Clock Skews = 0.00545 ns
Setup Total Neg Slack = 0 ns
vias in the first global route = 1085
Crit Path Category = reg2reg
drc violations = 0
number of vias per cell = 3.68
gr usage total = 0.0422
Synth flops = 41
Cell Type Count = 34
Critical Path End Type = flop
largest net degree at the start of global routing = 17
asr flop ratio synth = 0
endpoints left unconstrained = 28
critical path required time = 2.52 ns
Max Slew Vio Count = 0
initial antenna violation count = 0
Reg clk slew, reported paths = 0.09 ns
die area = 0.0154 mm²
startpoint types = flop
Initial Util = 0.184
DRT antenna net count = 0
Max IR drop VDD = 0.252 mV
Synth top cells by count = edfxtp_1 (30), nand3_1 (18), inv_1 (13), nor2_1 (13)
# diodes = 0
ys cells = 164
Detailed Route Iter0 Violations = 100
achievable frequency = 0.593 GHz
Core ar. = 0.0104 mm²
CTS tree = done
worst hold path class = reg2reg
yosys synthesis chip area = 0.00192 mm²
Top-area cell share = 0.470
cts bufs inserted = 3
Synth Seq Share = 0.585
crit-path max FO = 6
Hold Fails Final Rpt = 0
CTS resizes = 0
Worst Max-Slew Pin Slew = 0.665 ns
Rows = 37
first-pass GRT wire length = 5.29 mm
post-synth top area cell = edfxtp_1
tool warning count = 30
routability cong. = 0.805
ys flop type = edfxtp_1
[path summary, 6_finish.rpt]
check / from / end / slack (ns) / depth (start not counted)
worst min register to register: ctr_pixel[8] / pixel[7] / 0.57 / 1
worst min-delay path: ctr_pixel[8] / pixel[7] / 0.57 / 1
worst max-delay path: ctr_pixel[5] / video / 0.61 / 4
worst max register to register: ctr_pixel[5] / video / 0.61 / 4
[flip-flops by register name, indices dropped and copies added, names as in the netlist]
signal / flops
ctr_hblank: 7
hsync: 1
ctr_pixel: 9
vblank: 1
pixel: 8
video: 1
ctr_vblank: 4
hblank: 1
ctr_line: 8
field_green: 1
[layout by cell type, fill, tap and decap left out, drive strengths merged]
cell	Yosys	layout
a41oi	1	1
ha	9	9
a21oi	2	2
dfxtp	11	11
a31oi	1	1
nand3	18	18
o41a	1	1
or4	3	3
nand4b	1	1
or4b	1	1
o221a	1	1
nand2	9	9
or2	1	1
xnor2	10	10
o22ai	2	2
nand2b	1	1
nor4	3	3
and2	7	7
o21ai	3	3
xor2	11	11
clkdlybuf4s50	0	11
and3	3	3
edfxtp	30	30
clkbuf	1	3
nor3	2	2
or3	1	1
nor2b	1	1
and4b	1	1
buf	2	2
nor3b	1	1
inv	13	14
nor2	13	13
[worst max-delay path, stage by stage (launching register included)]
cell and delay, ns:
edfxtp_1 0.47, or4_1 0.58, o221a_1 0.28, a31oi_1 0.14, o41a_1 0.17
[where the power goes]
part	internal (mW)	total [mW]	switching [mW]
Combinational	0	0.000000383	0
Clock	0.124	0.278	0.154
Sequential	0.508	0.508	0
Total	0.632	0.786	0.154
[layer usage]
metal,GRT usage,vias up,wire length (µm)
li1,-,605,-
met1,0.0646,534,1650
met2,0.0606,15,1250
met3,0.0138,2,204
met4,0.00144,0,8
met5,0,-,0
[through the flow]
| step | cells | util | hold WS, ns | total power, mW | setup slack [ns] |
|---|---|---|---|---|---|
| after floorplan | 164 | - | 0.510 | 0.519 | 0.629 |
| after global placement | 310 | 0.210 | 0.553 | 0.519 | 0.596 |
| after detailed placement | 310 | 0.210 | 0.556 | 0.519 | 0.595 |
| after CTS | 314 | 0.215 | 0.582 | 0.799 | 0.594 |
| after global routing | 314 | 0.215 | 0.605 | 0.817 | 0.480 |
| final | 314 | 0.215 | 0.574 | 0.786 | 0.614 |
[logic make-up after synthesis]
kind of cell,Yosys count,share of synthesized area
and+or+nand+nor,66,0.186
buffers and inverters,16,0.0353
DFF,41,0.585
AOI/OAI and AO/OA,11,0.0392
adders and majority gates,9,0.0588
xor gates and xnor gates,21,0.0960
[layout make-up]
class,count,area [µm²],area share
clock buffer,3,41.3,0.0184
clock inverter,1,6.26,0.00279
inverter,13,48.8,0.0218
multi-input combinational,107,727,0.325
sequential,41,1120,0.501
tap,136,170,0.0760
timing repair buffer,13,125,0.0559
No activity file was given, so power comes from the tool's default toggle rates.
